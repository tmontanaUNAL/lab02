`./config.mk`:
```
export PLATFORM = sky130hd
export DESIGN_NAME = Hex2SSeg
export DESIGN_NICKNAME = Hex2SSeg
export VERILOG_FILES = /design/flow/design.v
export SDC_FILE = /design/flow/constraint.sdc
export NUM_CORES = 4
export LEC_CHECK = 1
export CORE_UTILIZATION = 30
```
`./constraint.sdc`:
```
current_design Hex2SSeg

set clk_period 2.2
set clk_io_pct 0.2

create_clock -name clk0 -period $clk_period [get_ports {clk}]

set non_clock_inputs [all_inputs -no_clocks]
set_input_delay [expr $clk_period * $clk_io_pct] -clock clk0 $non_clock_inputs
set_output_delay [expr $clk_period * $clk_io_pct] -clock clk0 [all_outputs]
```
`./design.v`:
```
module BCDtoSSeg (BCD, SSeg);
  input [3:0] BCD;  
  output reg [6:0] SSeg;  
always @ ( * ) begin
  case (BCD)  
   4'b0000: SSeg = 7'b0000001;  
	4'b0001: SSeg = 7'b1001111;  
	4'b0010: SSeg = 7'b0010010;  
	4'b0011: SSeg = 7'b0000110;  
	4'b0100: SSeg = 7'b1001100;  
	4'b0101: SSeg = 7'b0100100;  
	4'b0110: SSeg = 7'b0100000;  
	4'b0111: SSeg = 7'b0001111;  
	4'b1000: SSeg = 7'b0000000;  
	4'b1001: SSeg = 7'b0000100;  
   4'ha: SSeg = 7'b0001000;  
   4'hb: SSeg = 7'b1100000;  
   4'hc: SSeg = 7'b0110001;  
   4'hd: SSeg = 7'b1000010;  
   4'he: SSeg = 7'b0110000;  
   4'hf: SSeg = 7'b0111000;  
    default:
    SSeg = 0;  
  endcase
end
endmodule
`timescale 1ns / 1ps
module Hex2SSeg(
    input [7:0] num,  
    input clk,  
    output [6:0] sseg,  
    output reg [2:0] an,  
	 input rst,  
	 output led
    );
reg [3:0]bcd=0;  
BCDtoSSeg bcdtosseg(.BCD(bcd), .SSeg(sseg));  
reg [26:0] cfreq=0;  
wire enable;  
assign enable = cfreq[12];  
assign led =enable;
always @(posedge clk) begin  
  if(rst==0) begin  
		cfreq <= 0;  
	end else begin
		cfreq <=cfreq+1;  
	end
end
wire[3:0] dig_uni;
wire[3:0] dig_dec;
wire[3:0] dig_cen;
assign dig_uni=num % 10;
assign dig_dec=(num/10) % 10;
assign dig_cen=(num/100) % 10;
reg [1:0] count =0;  
always @(posedge enable) begin  
		if(rst==0) begin  
			count<= 0;  
			an<=3'b111;  
		end else begin 
			count<= count+1;  
			case (count)  
				2'h0: begin bcd <= dig_uni; an<=3'b110; end
				2'h1: begin bcd <= dig_dec; an<=3'b101; end
				2'h2: begin bcd <= dig_cen; an<=3'b011; end
			endcase
		end
end
endmodule
```
`./run.sh`:
```
#!/bin/bash
# OpenROAD 26Q1-2900-gdf79404cd8, Yosys 0.63+post, stock flow scripts
make -C /OpenROAD-flow-scripts/flow DESIGN_CONFIG=/design/flow/config.mk WORK_HOME=/design/flow/orfs finish
```
==> impl_metrics.json <==
{
  "run_status": "completed",
  "aoi_share_pct": 29.35,
  "muxShareOfSynthArea_pct": 5.199,
  "grt_max_degree": 27,
  "avgSynthCellArea_um2": 7.694,
  "cts-root-buf": "clkbuf_16",
  "slew_headroom_pct": 56.04,
  "ys_sh_adder_pct": 15.12,
  "critPathLaunchType": "flip-flop",
  "drc": 0,
  "ys_sh_simple_pct": 25.63,
  "syn_inst": 441,
  "cp_cell_sequence": "clkdlybuf4s50_1",
  "final_hold_viol_count": 0,
  "setup_violations": 0,
  "fin_ws_ns": 0.4751,
  "min_period_ns": 1.725,
  "drtAntennaViolNets": 0,
  "clk_latency_ns": 0.23,
  "met3WireLength_um": 147,
  "route.antenna.diode_count": 0,
  "dp_hpwl_mm": 5.892,
  "fillers": 1148,
  "drt_pass1_iterations": 5,
  "critical_path.endpoint_type": "output port",
  "warnings": 35,
  "drt-met1-wl_mm": 3.660,
  "yosysWarnings": 2,
  "period_used_pct": 78.40,
  "synth_flops": 22,
  "edf_count": 4,
  "maxCapViolCount": 0,
  "topCombFamilyByArea": "AND-OR/OR-AND gates",
  "first_iter_violations": 188,
  "unclocked_pins": 9,
  "viasPerCell": 5.299,
  "layout_top_cell": "ha_1",
  "cp_slowest_cell": "clkdlybuf4s50_1",
  "die_area_um2": 11740,
  "final_cells": 592,
  "grt_pass1_vias": 2752,
  "cp_data_required_time_ns": 1.76,
  "rsz0062_at_grt": "false",
  "clk_path_buf_depth": 2,
  "yosysUniqueCellTypes": 77,
  "flop_cell": "dfxtp_1",
  "htreeDepth": 1,
  "cts.repair.resized": 0,
  "critPathMaxStageDelay_ns": 0.53,
  "cp_max_fo": 11,
  "drv_slew": 0,
  "finClkSkew_ns": 0.0005932,
  "wire_per_inst_um": 12.25,
  "highest_layer": "met4",
  "via_count": 3137,
  "die.size.y_um": 108.4,
  "hold_buffers": 0,
  "cp.arrival_ns": 1.28,
  "dp_cells": 588,
  "area_growth_pct": 11.32,
  "path_clk_slew_ns": 0.04,
  "critical-path-top-delay-family": "buffers and inverters",
  "power.leakage_nw": 1.572,
  "untimed_endpoints": 23,
  "initCoreUtil_pct": 31.03,
  "cts-buffers-inserted": 3,
  "fp.coreArea_um2": 10940,
  "final_layout_size_suffix_gt1_share_pct": 7.301,
  "ys_seq_share_pct": 14.16,
  "xor_share_pct": 5.162,
  "place_congestion": 0.8541,
  "p_per_area_nw_per_um2": 277.2,
  "num_io_pins": 21,
  "fmax_ghz": 0.5798,
  "rows": 38,
  "hold_slack_ns": 0.4532,
  "grt_antenna_before_repair": 0,
  "tightest_slew_ns": 0.6594,
  "post-place-ws_ns": 0.6428,
  "io_buffers": 20,
  "post_cts_buffers": 0,
  "lay_top_cells": "41 x ha_1, 39 x nor2_1, 30 x nand2_1, 27 x inv_1",
  "wl_met2_mm": 3.422,
  "cts_tree": "built",
  "yosysChipArea_um2": 3393,
  "path_buffers": 1,
  "async_flop_share_pct": 0,
  "min_path_type": "reg2reg",
  "grt_util_all_layers_pct": 12.78,
  "synth_area_um2": 3393,
  "postRouteWirelength_mm": 7.253,
  "die_x_um": 108.4,
  "grt-ovfl-total": 0,
  "yosys_cells": 441,
  "vdd_ir_drop_max_mv": 0.2697,
  "critPathKind": "reg2out",
  "grt_pass1_wl_mm": 12.31,
  "tns_ns": 0
}
-- power by group --
group | internal, mW | switching, mW
clock network | 0.243 | 0.0858
logic | 0.205 | 0.261
registers | 0.248 | 0.00421
-- state kept, by name, indices dropped and copies added (netlist names) --
signal  cells
an          3
bcd         4
cfreq      13
count       2
-- area by class of cell --
cell class	instances	area (um^2)	share of cell area [%]
clock buffer	4	78.83	2.087
sequential	22	480.5	12.72
multi-input combinational	378	2734	72.37
timing repair buffer	21	207.7	5.499
inverter	27	101.3	2.683
tap	140	175.2	4.637
-- cells by family (layout without fill, tap and decap cells) --
group           Yosys count  after routing
compound gates          134            134
xor+xnor                 20             20
fa+ha+maj                41             41
buf+inv                  41             52
flops                    22             22
mux                      16             16
other cells               1              1
simple gates            166            166
-- Yosys cell counts, types with 3 or more instances --
library cell / number / area, um^2
o21a_1: 6 / 45.04
mux2_2: 3 / 33.78
or3_1: 14 / 87.58
o31ai_1: 5 / 37.54
o41ai_1: 3 / 26.28
a31oi_1: 4 / 25.02
nand2_1: 30 / 112.6
ha_1: 41 / 513.0
buf_6: 3 / 33.78
nor2b_1: 8 / 50.05
o31a_1: 3 / 26.28
xnor2_1: 11 / 96.34
and3_1: 7 / 43.79
nand4_1: 5 / 31.28
a211oi_1: 5 / 37.54
clkbuf_1: 8 / 30.03
nor2_1: 39 / 146.4
a21o_1: 6 / 45.04
edfxtp_1: 4 / 120.1
a311oi_1: 5 / 43.79
o21ai_0: 24 / 120.1
nand2b_1: 10 / 62.56
xor2_1: 9 / 78.83
a21boi_0: 7 / 52.55
mux2i_1: 12 / 120.1
nand3_1: 13 / 65.06
inv_1: 27 / 101.4
and2_1: 9 / 56.30
or2_2: 5 / 31.28
nor3_1: 13 / 65.06
o311a_1: 3 / 30.03
a21oi_1: 24 / 120.1
dfxtp_1: 18 / 360.4
-- per-stage QoR --
step | cell area, um^2 | utilization [%] | total power, mW
floorplan | 3393 | - | 0.6299
global placement | 3699 | 33.82 | 0.7119
detailed placement | 3699 | 33.82 | 0.7184
CTS | 3777 | 34.54 | 1.058
global route | 3777 | 34.54 | 1.126
finish | 3777 | 34.54 | 1.047
-- routing by layer --
layer	global-route usage, %	up-vias
met1	18.55	1424
li1	-	1663
met3	0.3067	2
met5	0	-
met4	2.027	0
met2	21.75	48
-- worst paths after layout --
| path | startpoint | to | slack (ns) | cells past startpoint |
|---|---|---|---|---|
| setup reg to reg | cfreq[3] | cfreq[12] | 0.71 | 6 |
| setup / recovery | cfreq[12] | led | 0.48 | 1 |
| hold reg to reg | cfreq[0] | cfreq[0] | 0.45 | 1 |
| hold / removal | cfreq[0] | cfreq[0] | 0.45 | 1 |
Power and IR drop assume default switching activity.
