**./design.v**
```verilog
`timescale 1ns / 1ps
module display(
    input [15:0] num,  
    input clk,  
    output [0:6] sseg,  
    output reg [3:0] an,  
	 input rst,  
	 output led
    );
reg [3:0]bcd=0;  
BCDtoSSeg bcdtosseg(.BCD(bcd), .SSeg(sseg));  
reg [26:0] cfreq=0;  
wire enable;  
assign enable = cfreq[16];  
assign led =enable;
always @(posedge clk) begin  
  if(rst==1) begin  
		cfreq <= 0;  
	end else begin
		cfreq <=cfreq+1;  
	end
end
reg [1:0] count =0;  
always @(posedge enable) begin
		if(rst==1) begin  
			count<= 0;  
			an<=4'b1111;  
		end else begin 
			count<= count+1;  
			an<=4'b1101; 
			case (count)  
				2'h0: begin bcd <= num[3:0];   an<=4'b1110; end 
				2'h1: begin bcd <= num[7:4];   an<=4'b1101; end 
				2'h2: begin bcd <= num[11:8];  an<=4'b1011; end 
				2'h3: begin bcd <= num[15:12]; an<=4'b0111; end 
			endcase
		end
end
endmodule
module BCDtoSSeg (BCD, SSeg);
  input [3:0] BCD;  
  output reg [6:0] SSeg;  
always @ ( * ) begin
  case (BCD)  
   4'b0000: SSeg = 7'b0000001;  
	4'b0001: SSeg = 7'b1001111;  
	4'b0010: SSeg = 7'b0010010;  
	4'b0011: SSeg = 7'b0000110;  
	4'b0100: SSeg = 7'b1001100;  
	4'b0101: SSeg = 7'b0100100;  
	4'b0110: SSeg = 7'b0100000;  
	4'b0111: SSeg = 7'b0001111;  
	4'b1000: SSeg = 7'b0000000;  
	4'b1001: SSeg = 7'b0000100;  
   4'ha: SSeg = 7'b0001000;  
   4'hb: SSeg = 7'b1100000;  
   4'hc: SSeg = 7'b0110001;  
   4'hd: SSeg = 7'b1000010;  
   4'he: SSeg = 7'b0110000;  
   4'hf: SSeg = 7'b0111000;  
    default:
    SSeg = 0;  
  endcase
end
endmodule
```
**./run.sh**
```bash
#!/bin/bash
# OpenROAD 26Q1-2900-gdf79404cd8, Yosys 0.63+post, stock flow scripts
make -C /OpenROAD-flow-scripts/flow DESIGN_CONFIG=/design/flow/config.mk WORK_HOME=/design/flow/orfs finish
```
**./config.mk**
```make
export PLATFORM = sky130hd
export DESIGN_NAME = display
export DESIGN_NICKNAME = display
export VERILOG_FILES = /design/flow/design.v
export SDC_FILE = /design/flow/constraint.sdc
export NUM_CORES = 4
export LEC_CHECK = 1
export CORE_AREA = 10 10 92 92
export DIE_AREA = 0 0 102 102
```
**./constraint.sdc**
```tcl
current_design display

set clk_period 3.8
set clk_io_pct 0.2

create_clock -name clk0 -period $clk_period [get_ports {clk}]

set non_clock_inputs [all_inputs -no_clocks]
set_input_delay [expr $clk_period * $clk_io_pct] -clock clk0 $non_clock_inputs
set_output_delay [expr $clk_period * $clk_io_pct] -clock clk0 [all_outputs]
```
==> impl_metrics.json <==
{
  "drc": 0,
  "hold_path_class": "register to register",
  "rsz0062_at_grt": "false",
  "setup_viol": 0,
  "r2r_setup_slack_ps": 2130,
  "path_max_fanout": 13,
  "antenna_cells": 0,
  "finClkSkew_ps": 4.73,
  "cts_root_buffer": "clkbuf_8",
  "hold_viol_final": 0,
  "critPathLaunchType": "register",
  "fp.dieW_um": 102,
  "yosysWarnings": 2,
  "edf_count": 4,
  "core_area_sq_um": 6460,
  "clockBufferDepth": 2,
  "slew_headroom_pct": 46.4,
  "utilization_pct": 28.9,
  "cts_setup_buffers": 0,
  "warnings": 34,
  "numSynthFlops": 27,
  "gr-total-overflow": 0,
  "vdd.ir_drop.worst_mv": 0.236,
  "synth.distinct_cells": 28,
  "untimed_endpoints": 25,
  "firstDrtPassIters": 4,
  "worstMarginPinSlew_ps": 801,
  "power.density_nw_per_um2": 187,
  "synth_area_sq_um": 1460,
  "critPathMaxStageDelay_ps": 530,
  "grtUsageTotal_pct": 5.24,
  "fp.dieH_um": 102,
  "setup_tns_ps": 0,
  "worstPathRequired_ps": 3040,
  "synthCells": 159,
  "routed_wirelength_um": 2740,
  "rows": 29,
  "cts_buffers": 3,
  "maxCapViolations": 0,
  "grt_max_degree": 26,
  "flop_cell": "dfxtp_1",
  "hpwl_um": 2180,
  "die_area_sq_um": 10400,
  "p_leak_nw": 0.707,
  "htreeDepth": 1,
  "wire_per_inst_um": 10.4,
  "cts_tree": "yes",
  "yosys-stat-cells": 159,
  "grt_pass1_wl_um": 4640,
  "area_growth_pct": 27.8,
  "combPwrFrac_pct": 9.2,
  "fin_crit_ps": 2070,
  "power_frac_clock_pct": 37.5,
  "insertion_delay_ps": 250,
  "clk_pin_slew_worst_paths_ps": 60,
  "seq_area_sq_um": 581,
  "worst-path-buf-inv": 1,
  "path_delay_family": "flip-flops",
  "portBuffers": 29,
  "switchingPower_mw": 0.0720,
  "fillerInstances": 684,
  "finalMaxSlewViolations": 0,
  "crit_path_end_kind": "output port",
  "period_used_pct": 54.4,
  "p_int_mw": 0.276,
  "cts_resized": 0,
  "final_layout_size_suffix_gt1_share_pct": 6.45,
  "crit_type": "register to output port",
  "io_pins": 30,
  "ys_async_sr_fraction_pct": 0,
  "drtAntennaViolNets": 0,
  "logic_area_sq_um": 806,
  "antenna_found_initial": 0,
  "status": "finished clean",
  "cp.arrival_ps": 1310,
  "grt_pass1_vias": 1012,
  "cpMaxStageDelayCell": "dfxtp_1",
  "postSynthSeqShare_pct": 39.8,
  "unclocked_pins": 10,
  "place_congestion": 0.809,
  "timing.fmax_ghz": 0.484,
  "avgSynthCellArea_sq_um": 9.18,
  "hold_buffers": 0,
  "vias": 1152,
  "drt-initial-drc-count": 32,
  "swShare_pct": 20.7,
  "fp-utilization_pct": 22.6,
  "ys_chip_area_sq_um": 1460,
  "power.total_mw": 0.348,
  "vias_per_cell": 4.38,
  "crit_path_cell_trace": "clkdlybuf4s50_1",
  "power.share.sequential_pct": 53.3
}
==> power groups by stage <==
stage         clock [mW]  combinational, mW  sequential, mW
CTS                0.135             0.0325           0.186
global route       0.144             0.0352           0.186
finish             0.131             0.0320           0.186
==> flip-flops by register name, indices dropped and copies added (netlist names) <==
name   flops
an         4
count      2
bcd        4
cfreq     17
==> final timing paths <==
check / startpoint / cells after the start / end
worst max-delay path: cfreq[16]$_SDFF_PP0_ / 1 / led
worst min-delay path: cfreq[0]$_SDFF_PP0_ / 1 / cfreq[0]$_SDFF_PP0_
worst max register to register: cfreq[0]$_SDFF_PP0_ / 4 / cfreq[16]$_SDFF_PP0_
worst min register to register: cfreq[0]$_SDFF_PP0_ / 1 / cfreq[0]$_SDFF_PP0_
==> cells in the final DEF, fill, tap and decap left out, types with 5 or more instances in the layout <==
cell type        instances
ha_1                    12
dfxtp_1                 23
nor2b_1                  6
nor4_1                   5
clkdlybuf4s50_1         29
nor2_1                  14
a21oi_1                 10
mux2i_1                  8
nand3_1                  6
mux2_2                   6
o21ai_0                  8
inv_1                   13
nand2_1                 11
==> cells in the mapped netlist, types with 5 or more instances <==
master	count	share of area, %
nor2b_1	6	2.6
nand3_1	6	2.1
o21ai_0	8	2.7
a21oi_1	10	3.4
nand2_1	11	2.8
inv_1	13	3.3
nor4_1	5	2.1
ha_1	12	10
dfxtp_1	23	32
mux2i_1	8	5.5
nor2_1	14	3.6
mux2_2	6	4.6
==> metal layers <==
layer	GRT usage, %	part of all wire (%)	vias up	routed length (um)
met5	0	0	-	0
met4	0.868	1.1	0	29
met3	0.545	3.4	2	93
met2	8.94	47	18	1300
met1	7.13	48	508	1320
li1	-	-	624	-
==> through the flow <==
| step | worst slack, ps | hold WS (ps) | cells | instance area [sq um] |
|---|---|---|---|---|
| final | 1730 | 483 | 263 | 1870 |
| after global placement | 1530 | 467 | 259 | 1820 |
| after global routing | 1610 | 511 | 263 | 1870 |
| after CTS | 1680 | 487 | 263 | 1870 |
| after detailed placement | 1510 | 473 | 259 | 1820 |
| after floorplan | 2280 | 441 | 159 | 1460 |
==> kinds of logic (layout without fill, tap and decap cells) <==
group                    after synthesis  count (layout)  share of synthesized area (%)
multiplexers                          14              14                           10.1
flip-flops                            27              27                           39.8
XOR/XNOR                               3               3                           1.80
adder cells (fa/ha/maj)               12              12                           10.3
AND-OR/OR-AND                         28              28                           12.1
buffers and inverters                 19              46                           5.06
AND/OR/NAND/NOR                       56              56                           20.9
==> final cells by class <==
cell class                 instances  area share, %
multi-input combinational        113           43.2
sequential                        27           31.1
timing repair buffer              29           15.5
tap                               77           5.16
inverter                          13           2.61
clock buffer                       4           2.41
Power is estimated from default activity; no workload was simulated.
